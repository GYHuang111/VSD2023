==> flow/design.v <==
module RegisterFile (clk,rst,WB_RegWrite,WB_rd_addr,IF_instruction_out,WB_rd_data,rs1_data,rs2_data);
input clk,rst,WB_RegWrite;
input [4:0]  WB_rd_addr;
input [9:0] IF_instruction_out;
input [31:0] WB_rd_data;
output [31:0] rs1_data,rs2_data;
wire [4:0] rs1_addr,rs2_addr,WB_rd_addr;
wire [31:0] rs1_data,rs2_data;
reg [31:0] Register [31:0];
assign rs1_data = Register[rs1_addr];
assign rs2_data = Register[rs2_addr];
assign rs1_addr = IF_instruction_out[4:0];
assign rs2_addr = IF_instruction_out[9:5];
always_ff @ (posedge clk or posedge rst)
begin
	if(rst)
	begin
		for (integer i = 0; i < 32; i = i + 1)
		begin
			Register[i] <= 32'd0;
		end
	end
	else
	begin
		if (WB_RegWrite && (WB_rd_addr != 5'd0))
		begin  
			Register[WB_rd_addr] <= WB_rd_data;
		end
	end	
end
endmodule
==> flow/run.sh <==
#!/bin/bash
# OpenROAD 26Q1-2900-gdf79404cd8, Yosys 0.63+post, stock flow scripts
make -C /OpenROAD-flow-scripts/flow DESIGN_CONFIG=/design/flow/config.mk WORK_HOME=/design/flow/orfs finish
==> flow/config.mk <==
export PLATFORM = sky130hd
export DESIGN_NAME = RegisterFile
export DESIGN_NICKNAME = RegisterFile
export VERILOG_FILES = /design/flow/design.v
export SDC_FILE = /design/flow/constraint.sdc
export NUM_CORES = 4
export LEC_CHECK = 1
export CORE_UTILIZATION = 30
==> flow/constraint.sdc <==
current_design RegisterFile

set clk_period 8.8
set clk_io_pct 0.2

create_clock -name clk0 -period $clk_period [get_ports {clk}]

set non_clock_inputs [all_inputs -no_clocks]
set_input_delay [expr $clk_period * $clk_io_pct] -clock clk0 $non_clock_inputs
set_output_delay [expr $clk_period * $clk_io_pct] -clock clk0 [all_outputs]
==> run_results.csv <==
group,metric,value,unit
global_routing,grt-ovfl-total,0,
min_path,whs_path_depth,0,
worst_setup_path,worstPathMaxFanout,13,
logic_synthesis,avgSynthCellArea,11.7,sq um
final_timing,worst_pin_slew,1.17,ns
global_routing,use_met2,44.7,%
route,avgRoutedWirePerCell,41.5,um
worst_setup_path,end_kind,"primary output",
final_timing,final.period_utilization,88.4,%
run,warnings,39,
final_timing,clock_skew,0,ns
cells_and_area,largest_register_ffs,1024,
worst_setup_path,path_class,"input port to primary output",
floorplan,rows,151,
cts,hold_buffers,0,
logic_synthesis,ff_type,"dfrtp_1",
cells_and_area,drive_gt1_share,34.6,%
placed_design,port_buffers,113,
global_routing,grt_pass1_wl,380000,um
cts,post_cts_buffers,0,
worst_setup_path,required,7.04,ns
route,avgViaCountPerCell,6.65,
logic_synthesis,top_area_share,49.9,%
route,vias,45000,
logic_synthesis,top_area_cell,"dfrtp_1",
logic_synthesis,yosysSeqAreaShare,49.9,%
logic_synthesis,edf_count,0,
min_path,min_path_type,"flop to flop",
worst_setup_path,cpLargestDelayFamily,"buffers and inverters",
route,drt_iter0_drc,6241,
final_timing,whs,0.401,ns
cells_and_area,areaGrowthSynthToFinish,16.6,%
floorplan,die_w,416,um
floorplan,fp-utilization,30.3,%
worst_setup_path,cp_slowest_cell,"nor2_4",
global_routing,grt_max_degree,120,
worst_setup_path,rr_startpoint,"Register[23][25]$_DFFE_PP0P_",
cts,clkLatencyLatePin,0.75,ns
worst_setup_path,critical_path.cell_chain,"buf_2 -> buf_4 -> nand3_2 -> nor2_4 -> buf_4 -> a222oi_1 -> nand3_1 -> nor2_1 -> a21oi_1 -> clkdlybuf4s50_1",
route,drt.antenna.violating_nets,0,
placed_design,hpwlAfterDp,177000,um
logic_synthesis,ys_cells,4394,
worst_setup_path,r2r-end,"Register[23][25]$_DFFE_PP0P_",
pwr,irDropWorstVdd,0.000155,V
global_routing,use_met3,18.8,%
final_timing,final_max_slew_viol_count,0,
pwr,powerDensity,226,mW/mm^2
global_routing,grt.busiest_layer,"met2",
cts,htreeDepth,3,
route,wl,281000,um
logic_synthesis,yosysUniqueCellTypes,66,
run,max_cap_viol_count,0,
cts,cts_tree,"yes",
final_timing,maxSlewHeadroom,22.1,%
global_routing,antenna_found_initial,20,
logic_synthesis,synthArstFlopShare,100,%
cells_and_area,reg.largest.list,"Register: 1024 flops",
logic_synthesis,topCellsByArea,"dfrtp_1 (50%), mux2_2 (22%), a22oi_1 (11%)",
final_timing,setup_viol,0,
worst_setup_path,cp_num_cells,10,
logic_synthesis,synthCells,4394,
placed_design,gp_congestion,1.08,
cts,clockBufferDepth,3,
route,drt_pass1_iterations,9,
logic_synthesis,synth.yosys.warnings,2,
run_status,status,"finished clean",
worst_setup_path,cp-endpoint,"rs2_data[29]",
cts,cts_resized,0,
cells_and_area,top_register,"Register",
cts,root_buffer,"clkbuf_16",
worst_setup_path,crit_top_cell,"buf_4",
worst_setup_path,r2r_slack,7.91,ns
cts,tritoncts.num_buffers,109,
worst_setup_path,worstSetupStartpointType,"input port",
global_routing,grt_util_met1,39.5,%
cts,cts.sinks,1024,
worst_setup_path,r2r.worst_path.cells,1,
final_timing,rsz0062_at_grt,"no",
logic_synthesis,ys_ff,1024,
final_timing,max_freq,128,MHz
pwr,p_leak,25.8,nW
floorplan,io_pins,114,
worst_setup_path,arrival,6.02,ns
floorplan,die_area,0.173,sq mm
floorplan,fp.dieH,416,um
cts,clkSlewWorstSetupHoldPaths,0.06,ns
final_timing,hold_viol,0,
cells_and_area,final_util,35.3,%
cells_and_area,regArea,0.0256,sq mm
cells_and_area,comb_area,0.0242,sq mm
logic_synthesis,synth_chip_area,0.0513,sq mm
worst_setup_path,cp-startpoint,"IF_instruction_out[5]",
route,post-route-drc-count,0,
worst_setup_path,worst-path-buf-inv,4,
logic_synthesis,syn-cell-area,0.0513,sq mm
global_routing,grt_use_total,33.1,%
final_timing,min_period,7.78,ns
cells_and_area,fillers,16500,
global_routing,grt_pass1_vias,44200,
floorplan,core,0.170,sq mm
worst_setup_path,max_stage_delay,0.84,ns
how the worst min path moves through the flow:
stage / end / slack [ns] / start
final: Register[0][3]$_DFFE_PP0P_ / 0.40 / Register[0][3]$_DFFE_PP0P_
after global routing: Register[0][28]$_DFFE_PP0P_ / 0.41 / Register[0][28]$_DFFE_PP0P_
after CTS: Register[0][20]$_DFFE_PP0P_ / 0.40 / Register[0][20]$_DFFE_PP0P_
cell families (layout without fill, tap and decap cells):
kind of cell	count (synthesis)	count (layout)	share of synthesized area [%]
simple gates	778	778	7.42
compound gates	1077	1077	15.6
other cells	0	13	0
mux	1052	1052	23.0
buf+inv	463	597	4.06
flops	1024	1024	49.9
cell usage in the layout (no fill, tap or decap), types with 20 or more instances in the layout:
master           synthesis  routed
nand2b_1                21      20
dfrtp_1               1024    1024
nand3_1                 52      50
a222oi_1                22      22
clkbuf_8                 0      24
nor4_1                  35      35
o21ai_0                 30      30
nor3_1                  55      52
clkbuf_16                0     111
a31oi_1                 21      21
a221oi_1                26      26
nor2_4                   4      71
mux2i_1                 45      45
nor2_1                 155     105
a21oi_1                 84      84
buf_4                   20     257
clkdlybuf4s50_1          0     106
nand4_1                101     101
clkinv_2                 0      23
nand2_1                252     239
a22oi_1                751     751
mux2_2                 996     996
a22o_1                  35      35
synthesized netlist by cell type (4+ instances only):
library cell,instances
nor3_1,55
inv_1,7
or3_1,8
a221o_1,5
dfrtp_1,1024
o211ai_1,4
a31oi_1,21
buf_2,188
buf_4,20
clkbuf_1,195
a222oi_1,22
or3b_1,6
o22ai_1,12
nor2_4,4
mux2i_1,45
buf_6,5
a22oi_1,751
nor2_2,18
o31ai_1,4
a211oi_1,10
and3_1,15
nand3b_1,9
o32a_1,14
nor3b_1,4
nand3_1,52
mux2_2,996
a21oi_1,84
a2bb2oi_1,9
nand2b_1,21
a22o_1,35
nor4_1,35
and4_1,4
nand4_1,101
buf_1,48
nor2_1,155
a2111oi_0,10
a221oi_1,26
mux2_1,9
and2_1,7
or4_1,4
nand2_1,252
nor2b_1,12
o21ai_0,30
o311ai_0,4
a32oi_1,17
through the flow:
stage / TNS, ns / area (sq um) / power (mW) / setup WS, ns / std cells
final: 0 / 59900 / 13.5 / 1.02 / 6759
after floorplan: -7243.71 / 51400 / 7.43 / -7.07 / 4394
after detailed placement: 0 / 56000 / 8.47 / 1.33 / 6543
after global routing: 0 / 59800 / 13.9 / 1.17 / 6748
after global placement: 0 / 56000 / 8.44 / 1.31 / 6543
after CTS: 0 / 59800 / 13.4 / 1.33 / 6746
cell type report:
cell class | instances | share of cell area [%]
Antenna cell | 13 | 0.0543
Clock buffer | 153 | 5.30
Clock inverter | 50 | 1.10
Inverter | 7 | 0.0502
Multi-Input combinational cell | 2907 | 40.4
Sequential cell | 1024 | 42.8
Tap cell | 2218 | 4.64
Timing Repair Buffer | 387 | 5.65
report_power, final:
| group | switching [mW] | leakage (nW) | internal, mW |
|---|---|---|---|
| clock | 2.09 | 1.89 | 2.92 |
| sequential | 0.921 | 13.1 | 5.59 |
| combinational | 0.966 | 10.7 | 1.01 |
metal layers:
layer	up-vias	part of all wire (%)
li1	16900	-
met1	22600	34
met2	4073	40
met3	1438	16
met4	24	9.7
met5	-	0.090
Power figures rest on the tool's default switching activity, not on a simulated workload.
