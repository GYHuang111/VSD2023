==> /design/flow/design.v <==
module WDT(
  input clk,
  input rst,
  input clk2,
  input rst2,
  input WDEN,
  input WDLIVE,
  input [31:0] WTOCNT,
  output logic WTO
);
  logic [31:0] counter;
  logic rst_syn;
  logic WDEN_1st_stage;
  logic WDLIVE_1st_stage;
  logic [31:0] WTOCNT_1st_stage;
  logic WDEN_2nd_stage;
  logic WDLIVE_2nd_stage;
  logic [31:0] WTOCNT_2nd_stage;
  logic [31:0] WTOCNT_3rd_stage;
  logic [31:0] WTOCNT_4th_stage;
  logic [31:0] WTOCNT_5th_stage;
  logic update;
  logic [31:0] WTOCNT_update;
logic WDEN_update;
logic WDLIVE_update;
logic [31:0] WTOCNT_graycode;
  always_ff@(posedge clk2)
  begin
    if (rst2)
      counter <= 32'd0;
    else if (WDLIVE_update)  
      counter <= 32'd0;
	else if (WTO)  
      counter <= 32'd0;	  
    else if (WDEN_update)  
      counter <= counter + 32'b1;
  end
  logic counter_exceed;
logic [31:0] WTOCNT_delay;
logic WDEN_delay;
logic WDLIVE_delay;
logic [2:0] cont;
  assign counter_exceed = (counter >= WTOCNT_update) && WDEN_update; 
  always_ff@(posedge clk2)
  begin
    if (rst2)
      WTO <= 1'b0;
    else if (WDLIVE_update)
      WTO <= 1'b0;
	else if (WTO)
	  WTO <= 1'b0;
    else if ((counter >= WTOCNT_update) && WDEN_update)
      WTO <= 1'b1;
  end
  always_ff@(posedge clk) begin
	if (rst) begin
		cont <= 3'd0;
		WTOCNT_delay <= 32'd0;
		WDEN_delay <= 1'd0;
		WDLIVE_delay <= 1'd0;
	end
	else if (cont == 3'b111) begin
		cont <= 3'd0;
		WTOCNT_delay <= WTOCNT;
		WDEN_delay <= WDEN;
		WDLIVE_delay <= WDLIVE;
	end
	else begin
		cont <= cont + 3'd1;
	end
  end
  always_ff@(posedge clk2) begin  
	  if (rst2) begin
			WDEN_1st_stage <= 1'd0;
			WDLIVE_1st_stage <= 1'd0;
			WTOCNT_1st_stage <= 32'd0;
			WDEN_2nd_stage <= 1'd0;
			WDLIVE_2nd_stage <= 1'd0;
			WTOCNT_2nd_stage <= 32'd0;
			WTOCNT_3rd_stage <= 32'd0;
			WTOCNT_4th_stage <= 32'd0;
			WTOCNT_update <= 32'd0;
			WDEN_update <= 1'd0;
			WDLIVE_update <= 1'd0;
	  end
	  else begin
			WDEN_1st_stage <= WDEN_delay;
			WDLIVE_1st_stage <= WDLIVE_delay;
			WTOCNT_1st_stage <= WTOCNT_delay;
			WDEN_2nd_stage <= WDEN_1st_stage;
			WDEN_update <= WDEN_2nd_stage;
			WDLIVE_2nd_stage <= WDLIVE_1st_stage;
			WDLIVE_update <= WDLIVE_2nd_stage;
			WTOCNT_2nd_stage <= WTOCNT_1st_stage;
			WTOCNT_update <= WTOCNT_2nd_stage;
	  end
  end
endmodule
module WDT_wrapper (
	input clk,
	input rst,
	input clk2,
	input rst2,
    input [8-1:0] AWID,
    input [32-1:0] AWADDR,
    input [4-1:0] AWLEN,
    input [3-1:0] AWSIZE,
    input [1:0] AWBURST,
    input AWVALID,
    output logic AWREADY,
    input [32-1:0] WDATA,
    input [4-1:0] WSTRB,
    input WLAST,
    input WVALID,
    output logic WREADY,
    output logic [8-1:0] BID,
    output logic [1:0] BRESP,
    output logic BVALID,
    input BREADY,
    input [8-1:0] ARID,
    input [32-1:0] ARADDR,
    input [4-1:0] ARLEN,
    input [3-1:0] ARSIZE,
    input [1:0] ARBURST,
    input ARVALID,
    output logic ARREADY,
    output logic [8-1:0] RID,
    output logic [32-1:0] RDATA,
    output logic [1:0] RRESP,
    output logic RLAST,
    output logic RVALID,
    input RREADY,
    output logic WTO
);
    logic AR_done, R_done, AW_done, W_done, B_done;
    assign AR_done = ARVALID & ARREADY;
    assign R_done  = RVALID & RREADY;
    assign AW_done = AWVALID & AWREADY;
    assign W_done  = WVALID & WREADY;
    assign B_done  = BVALID & BREADY;
    logic R_done_last, W_done_last;
    assign R_done_last = RLAST & R_done;
    assign W_done_last = WLAST & W_done;
    logic [2:0] slave_status, next_status;
    parameter [1:0] S_address    = 3'b000,
                    S_read_data  = 3'b001,
                    S_write_data = 3'b010,
                    S_response   = 3'b011;
    always_ff @(posedge clk) begin
        if(rst) begin
            slave_status <= S_address;
        end 
	else begin
             slave_status <= next_status;
        end
    end
    always_comb begin
        case(slave_status)
            S_address: begin
                if(AW_done & W_done)
                    next_status = S_response;
                else if(AW_done)
                    next_status = S_write_data;
                else if(AR_done)
                    next_status = S_read_data;
                else
                    next_status = S_address;
            end
            S_read_data: begin
                if(R_done_last & AW_done)
                    next_status = S_write_data;
                else if(R_done_last & AR_done)
                    next_status = S_read_data;
                else if(R_done_last)
                    next_status = S_address;
                else
                    next_status = S_read_data;
            end
            S_write_data: begin
                if(W_done_last)
                    next_status = S_response;
                else
                    next_status = S_write_data;
            end
            default : begin
                if(B_done & AW_done)
                    next_status = S_write_data;
                else if(B_done & AR_done)
                    next_status = S_read_data;
                else if(B_done)
                    next_status = S_address;
                else
                    next_status = S_response;
            end
        endcase  
    end
    always_comb begin
        case (slave_status)
            S_address:
                AWREADY = 1'b1;
            S_response:
                AWREADY = B_done;
            S_read_data:
                AWREADY = R_done;
            default :  
                AWREADY = 1'b0;
        endcase
    end
    always_comb begin
        case (slave_status)
            S_address:
                ARREADY = ~AWVALID;
            S_response:
                ARREADY = 1'b0;
            S_read_data:
                ARREADY = 1'b0;
            default: 
                ARREADY = 1'b0;
        endcase
    end
    assign WREADY = (slave_status == S_write_data)? 1'b1:1'b0;
    assign BVALID = (slave_status == S_response)? 1'b1:1'b0;
    assign RVALID = (slave_status == S_read_data)? 1'b1:1'b0;
    assign RRESP = 2'h0;
    assign BRESP = 2'h0;
    logic [8-1:0] reg_ARID, reg_AWID;
    always_ff @(posedge clk) begin
        if(rst) begin
            reg_ARID <= 8'b0;
            reg_AWID <= 8'b0;
        end else begin
            reg_ARID <= (AR_done)? ARID:reg_ARID;
            reg_AWID <= (AW_done)? AWID:reg_AWID;
        end
    end
    assign RID = reg_ARID;
    assign BID = reg_AWID;
    logic [4-1:0] reg_ARLEN, reg_AWLEN;
    always_ff @(posedge clk) begin
        if(rst) begin
            reg_ARLEN <= 4'b0;
            reg_AWLEN <= 4'b0;
        end else begin
            reg_ARLEN <= (AR_done)? ARLEN:reg_ARLEN;
            reg_AWLEN <= (AW_done)? AWLEN:reg_AWLEN;
        end
    end
    logic [4-1:0] cnt;
    always_ff @(posedge clk) begin
        if (rst) begin
            cnt <= 4'h0;
        end
        else begin
            case (slave_status)
                S_read_data: cnt <= (R_done_last)? 4'b0:((R_done)? cnt+4'b1:cnt);
                S_write_data:cnt <= (W_done_last)? 4'b0:((W_done)? cnt+4'b1:cnt);
            endcase
        end
    end
    assign RLAST = (reg_ARLEN == cnt);
    logic [1:0] A_offset;
    assign A_offset = (cnt[1:0] == 2'b0)? ((R_done)? cnt[1:0] + 2'b1: cnt[1:0]):cnt[1:0] + 2'b1;
    logic [31:0] reg_ADDR;
    always_ff @(posedge clk) begin
        if(rst) begin
            reg_ADDR <= 32'b0;
        end else begin
            reg_ADDR <= (AW_done)? AWADDR:((AR_done)? ARADDR: reg_ADDR);
        end
    end
    logic WDEN;
	logic WDLIVE;
	logic [31:0] WTOCNT;
	logic [31:0] WDATA_graycode;
always_comb begin
	WDATA_graycode = WDATA ^ (WDATA>>1);	
end
    always_ff @(posedge clk) begin
        if(rst) begin
            WDEN <= 1'b0;
            WDLIVE <= 1'b0;
			WTOCNT <= 32'b0;
        end
        else if(WVALID) begin
            if(reg_ADDR[9:0] == 10'h100)
                WDEN <= WDATA[0];
            else if(reg_ADDR[9:0] == 10'h200)
                WDLIVE <= WDATA[0];
	    else if(reg_ADDR[9:0] == 10'h300)
                WTOCNT <= WDATA;
        end
    end
	WDT WDT(
  .clk(clk),
  .rst(rst),
  .clk2(clk2),
  .rst2(rst2),
  .WDEN(WDEN),
  .WDLIVE(WDLIVE),
  .WTOCNT(WTOCNT),
  .WTO(WTO)
	);
endmodule
==> /design/flow/run.sh <==
#!/bin/bash
# OpenROAD 26Q1-2900-gdf79404cd8, Yosys 0.63+post, stock flow scripts
make -C /OpenROAD-flow-scripts/flow DESIGN_CONFIG=/design/flow/config.mk WORK_HOME=/design/flow/orfs finish
==> /design/flow/config.mk <==
export PLATFORM = sky130hd
export DESIGN_NAME = WDT_wrapper
export DESIGN_NICKNAME = WDT_wrapper
export VERILOG_FILES = /design/flow/design.v
export SDC_FILE = /design/flow/constraint.sdc
export NUM_CORES = 4
export LEC_CHECK = 1
export CORE_UTILIZATION = 50
==> /design/flow/constraint.sdc <==
current_design WDT_wrapper

set clk_period 3.1
set clk_io_pct 0.2

create_clock -name clk0 -period $clk_period [get_ports {clk}]
create_clock -name clk1 -period $clk_period [get_ports {clk2}]

set non_clock_inputs [all_inputs -no_clocks]
set_input_delay [expr $clk_period * $clk_io_pct] -clock clk0 $non_clock_inputs
set_output_delay [expr $clk_period * $clk_io_pct] -clock clk0 [all_outputs]
==> deck_impl_summary.md <==
Physical Implementation Snapshot

Final layout
  – Cell area after layout: 0.01127 sq mm
  – Fill count: 1540
  – Layout cell share with drive strength beyond 1: 6.319%
  – Combinational Area: 0.003958 sq mm
  – Register area: 0.004885 sq mm
  – Area grow syn2layout: 20.59%

STA
  – Clock skew: 10.40 ps
  – Final count of hold timing violations: 0
  – Fin. max-slew vios: 0
  – Unrepaired setup endpoints after global routing: no
  – Final Setup Violations: 0
  – Slew HR: 48.95%
  – Worst slew pin tran: 765.8 ps
  – Setup TNS: 0 ps

Logic synthesis
  – Yosys chip area: 0.009348 sq mm
  – Ys async rst share: 0%
  – Unique masters post-synth: 50
  – Synth Seq Share: 52.26%
  – Top cells by area: dfxtp_1, nor2b_1, nand2_1
  – Synth warnings: 34
  – Dominant flop cell: dfxtp_1
  – Mapped Avg Cell Area: 9.500 sq um
  – Netlist Area Pre-Place: 0.009348 sq mm
  – Most frequent cell after synthesis: dfxtp_1
  – Top-area cell type share of the netlist area: 52.26%
  – Ys cells: 984
  – Synthesized instance count: 984
  – Synthesized flop and latch total: 244
  – EDFF count, synth: 0
  – Synth top cells by count: dfxtp_1, nand2_1, nor2b_1
  – Area leader, netlist: dfxtp_1

Global route
  – Number of global-route vias before repair: 5684
  – Global-route usage over all layers: 18.01%
  – Initial antenna violation count: 1
  – Global-route wire length before repair: 27480 microns
  – Largest net degree at the start of global routing: 60
  – Grt total ovfl: 0

Routing
  – DRT antenna net count: 0
  – Initial DRC Count: 236
  – Vias after detailed routing: 6197
  – # DRC: 0
  – Post-Route WL: 15870 microns
  – DRT Pass-1 Iters: 22
  – Number of diodes: 0
  – Avg WL per Cell: 12.02 microns
  – Post-detailed-route via-to-cell ratio: 4.691

Floorplanning
  – Site Rows: 49
  – Core Footprint: 0.01815 sq mm
  – Die W: 138.7 microns
  – Chip area: 0.01925 sq mm
  – DIE HEIGHT: 138.7 microns
  – Fp util: 51.51%
  – Number of top-level pins: 203

Worst setup path
  – Kind of critical path: in2out
  – Worst R2R Path Depth: 6
  – FF-to-FF End: WDT.WTO
  – CP Data Arrival Time: 1850 ps
  – CP Capture Type: primary output
  – CP Launch Type: primary input
  – Critical Path End: AWREADY
  – Worst R2R Setup Slack: 1030 ps
  – Worst Path Max Fanout: 3
  – Worst R2R Start: WDT.counter[5]
  – CP Launch Point: RREADY
  – WP data required: 2480 ps

Job
  – Max-cap check violation count: 0
  – Log Warnings: 89

Worst hold path
  – Hold Crit Depth: 1
  – Hold Startpoint: WDT.WTOCNT_delay[23]
  – Worst min-delay path class: reg2reg

CTS
  – Post-CTS Repair Setup Buffers: 0
  – Clk slew on worst S/H paths: 70 ps
  – Post-CTS Resized: 0
  – Post-CTS Hold Fix Bufs: 0
  – CTS tree: done
  – Clk sink count: 244

Placed design
  – Cell area after placement: 0.01035 sq mm
  – Routability Congestion: 0.8121
  – Detailed Place HPWL: 10620 microns
  – Port Buffers: 103

Outcome
  – Status: complete, no violations

Power and ir drop
  – Pleak: 0.004270 uW
  – Total Power: 6706 uW
  – Peak VDD IR: 0.0003377 V
  – PD cells: 594.9 mW/mm^2
## placed cells by master (no fill, tap or decap), types with 2 or more instances in the layout
cell type        count
xor2_1              25
o22ai_1              2
nor3_2               6
nand2_1            129
a211oi_1             2
conb_1              36
mux2i_1             38
nand3_1             19
clkinv_2             3
inv_6                6
clkbuf_16           26
clkinv_4             3
o211ai_1             3
nor2_1              72
nor3_1               3
and4_1               9
or3_1                3
a21o_1               5
nor2b_1            103
nand2b_1             6
a22oi_1             10
nand3b_1             3
o21ai_0              8
xnor2_1              8
and2_1               4
a221o_1              2
and3_1               7
clkinvlp_4           3
and4b_1              2
nor3b_1              3
ha_1                35
nand4_1             16
dfxtp_1            244
o2111ai_1            2
inv_1               35
clkdlybuf4s50_1    101
a21oi_1             78
clkbuf_8             2
bufinv_16            4
buf_4               11
## state kept, by name (all words and copies together), names as in the netlist, 8 cells and up
name                  count
WDT.WTOCNT_1st_stage     32
WDT.WTOCNT_2nd_stage     32
WDT.WTOCNT_delay         32
WDT.WTOCNT_update        32
WDT.counter              32
WTOCNT                   32
reg_ADDR                 10
reg_ARID                  8
reg_AWID                  8
## layout make-up
cell class | instances | share of cell area, %
clock buffer | 29 | 6.049
clock inverter | 19 | 2.098
inverter | 35 | 1.165
multi-input combinational | 653 | 35.11
sequential | 244 | 43.33
tap | 229 | 2.542
timing repair buffer | 112 | 9.701
## how the worst min path moves through the flow
stage | endpoint
after CTS | WDT.WTOCNT_1st_stage[23]
after global routing | WDT.WTOCNT_1st_stage[12]
final | WDT.WTOCNT_1st_stage[23]
## per-stage QoR
step / util [%] / std cells / hold WS [ps] / setup WS, ps
5_1_grt: 62.11 / 1321 / 400.9 / 581.4
4_1_cts: 62.11 / 1321 / 400.3 / 624.2
6_report: 62.11 / 1321 / 399.6 / 632.1
3_3_place_gp: 57.05 / 1273 / 419.4 / 584.2
2_1_floorplan: - / 1019 / 404.3 / 1349
3_5_place_dp: 57.05 / 1273 / 420.4 / 569.3
## kinds of logic (layout without fill, tap and decap cells)
kind of cell	Yosys count	count (layout)	synth area share [%]
AND/OR/NAND/NOR	393	393	21.68
multiplexers	38	38	4.069
AND-OR/OR-AND	117	117	7.201
buffers and inverters	122	195	6.840
XOR/XNOR	33	33	3.092
other	1	36	0.04012
flip-flops	244	244	52.26
adder cells (fa/ha/maj)	36	36	4.819
## worst max-delay path, stage by stage
cell	delay [ps]
clkdlybuf4s50_1	460
a221o_1	360
clkdlybuf4s50_1	410
## per-layer routing
layer	share of wire, %	global-route usage, %
met1	49	27.41
met2	42	26.26
met3	7.4	6.404
met4	1.6	2.632
met5	0	0
## where the power goes
| part | internal [uW] | switching (uW) | total, uW | leakage, uW |
|---|---|---|---|---|
| registers | 3170 | 26.0 | 3200 | 0.00197 |
| clock network | 1950 | 1250 | 3200 | 0.000444 |
| logic | 172 | 134 | 306 | 0.00186 |
| total | 5290 | 1410 | 6710 | 0.00427 |
Power is estimated from default activity; no workload was simulated.
