**flow/config.mk**
```make
export PLATFORM = sky130hd
export DESIGN_NAME = CSR
export DESIGN_NICKNAME = CSR
export VERILOG_FILES = /design/flow/design.v
export SDC_FILE = /design/flow/constraint.sdc
export NUM_CORES = 4
export LEC_CHECK = 1
export CORE_UTILIZATION = 50
```
**flow/constraint.sdc**
```tcl
current_design CSR

set clk_period 9.1
set clk_io_pct 0.2

create_clock -name clk0 -period $clk_period [get_ports {clk}]

set non_clock_inputs [all_inputs -no_clocks]
set_input_delay [expr $clk_period * $clk_io_pct] -clock clk0 $non_clock_inputs
set_output_delay [expr $clk_period * $clk_io_pct] -clock clk0 [all_outputs]
```
**flow/design.v**
```verilog
module CSR (
    input clk,     
    input rst,   
    input [2:0] funct3,
    input [6:0] funct7,
    input [31:0] rs1,
    input [31:0] imm,
    input [4:0] rs1_addr,
    input [11:0] CSR_addr,
    input CSR_write,
    input EXEMEM_RegWrite,
    input interrupt,
    input [31:0] EXE_pc,
    output [31:0] CSR_return_pc,
    output [31:0] CSR_ISR_pc,
    output reg [31:0] CSR_rdata,
    output reg CSR_stall,
    output CSR_control,
    output CSR_ret
);
parameter [4:0] MPP  = 5'd11,
                MPIE = 5'd7,
                MIE  = 5'd3,
                MEIP = 5'd11,
                MEIE = 5'd11;
logic [31:0] mstatus;
logic [31:0] mie;
logic [31:0] mtvec;
logic [31:0] mepc;
logic [31:0] mip;
logic [31:0] mcycle;
logic [31:0] minstret;
logic [31:0] mcycleh;
logic [31:0] minstreth;
assign CSR_return_pc = mepc;
assign CSR_ISR_pc = mtvec;
assign CSR_ret = ((funct3 == 3'b0) & CSR_write & (funct7 == 7'b0011000))? 1'b1:1'b0;
always_ff @(posedge clk) begin
    if(rst) begin
         {mcycleh, mcycle} <= 64'b0;
         {minstret, minstreth} <= 64'b0;
    end else begin
         {mcycleh, mcycle} <= {mcycleh, mcycle} + 64'b1;
         {minstreth, minstret} <= {minstreth, minstret} + 64'b1;
    end
end
assign mtvec = 32'h10000;
logic [31:0] CSR_wdata;
always_comb begin
    if(funct3[2] == 1'b0)
        CSR_wdata = rs1;
    else
        CSR_wdata = imm;
end
always_ff @(posedge clk) begin
    if(rst) begin
        mstatus    <= 32'b0;
        mip        <= 32'b0;
        mie        <= 32'b0;
        mepc       <= 32'b0;
    end
    else if((funct3 == 3'b0) & CSR_write) begin
        if(funct7 == 7'b0011000) begin  
            mstatus[MPP+:2] <= 2'b11;
            mstatus[MPIE]   <= 1'b1;
            mstatus[MIE]    <= mstatus[MPIE];
        end
        else begin  
            mepc <= EXE_pc + 32'b100;
            mip[MEIP] <= mie[MEIE]? 1'b1:mip[MEIP];  
        end
    end
    else if(interrupt & EXEMEM_RegWrite) begin  
        mstatus[MPP+:2] <= mip[MEIP]? 2'b11:mstatus[MPP+2];
        mstatus[MPIE]   <= mip[MEIP]? mstatus[MIE]:mstatus[MPIE];
        mstatus[MIE]    <= mip[MEIP]? 1'b0:mstatus[MIE];
        mip[MEIP] <= 1'b0;
    end
    else begin
        if(EXEMEM_RegWrite & CSR_write) begin
            case(CSR_addr)
                12'h300: begin  
                    case(funct3[1:0])
                        2'b01: begin  
                            mstatus[MPP+:2] <= CSR_wdata[MPP+:2];
                            mstatus[MPIE]   <= CSR_wdata[MPIE];
                            mstatus[MIE]    <= CSR_wdata[MIE];
                        end
                        2'b10: begin  
                            if(rs1_addr != 5'b0)  
                                mstatus[MPP+:2] <= mstatus[MPP+:2] | CSR_wdata[MPP+:2];
                                mstatus[MPIE]   <= mstatus[MPIE]   | CSR_wdata[MPIE];
                                mstatus[MIE]    <= mstatus[MIE]    | CSR_wdata[MIE];
                        end
                        2'b11: begin  
                            if(rs1_addr != 5'b0)  
                                mstatus[MPP+:2] <= mstatus[MPP+:2] & ~CSR_wdata[MPP+:2];
                                mstatus[MPIE]   <= mstatus[MPIE]   & ~CSR_wdata[MPIE];
                                mstatus[MIE]    <= mstatus[MIE]    & ~CSR_wdata[MIE];
                        end
                        default: begin
                            mstatus <= mstatus;
                        end
                    endcase
                end
                12'h304: begin  
                    case(funct3[1:0])
                        2'b01: begin
                            mie[MEIE] <= CSR_wdata[MEIE];
                        end
                        2'b10: begin
                            if(rs1_addr != 5'b0)  
                                mie[MEIE] <= mie[MEIE] | CSR_wdata[MEIE];
                        end
                        2'b11: begin
                            if(rs1_addr != 5'b0)  
                                mie[MEIE] <= mie[MEIE] & ~CSR_wdata[MEIE];
                        end
                        default: begin
                            mie <= mie;
                        end
                    endcase
                end
                12'h341: begin  
                    case (funct3[1:0])
                        2'b01: begin
                            mepc[31:2] <= CSR_wdata[31:2];
                        end
                        2'b10: begin
                            if(rs1_addr != 5'b0)  
                                mepc[31:2] <= mepc[31:2] | CSR_wdata[31:2];
                        end
                        2'b11: begin
                            if(rs1_addr != 5'b0)  
                                mepc[31:2] <= mepc[31:2] & ~CSR_wdata[31:2];
                        end
                        default: begin
                            mepc <= mepc;
                        end
                    endcase
                end
            endcase  
        end
    end
end
always_comb begin
    case (CSR_addr)
        12'h300: CSR_rdata = mstatus;
        12'h304: CSR_rdata = mie;
        12'h305: CSR_rdata = mtvec;
        12'h341: CSR_rdata = mepc;
        12'h344: CSR_rdata = mip;
        12'hb00: CSR_rdata = mcycle;
        12'hb02: CSR_rdata = minstret;
        12'hb80: CSR_rdata = mcycleh;
        12'hb82: CSR_rdata = minstreth;
        default: CSR_rdata = 32'b0;
    endcase
end
assign CSR_control = mstatus[MIE] & interrupt & mip[MEIP] & mie[MEIE];
always_ff @(posedge clk) begin
    if(rst) begin
        CSR_stall <= 1'b0;
    end
    else if(EXEMEM_RegWrite) begin
        if((funct7 == 7'b0001000) & (funct3 == 3'b0) & CSR_write)  
            CSR_stall <= mie[MEIE];
    end
    else if(CSR_control)
        CSR_stall <= 1'b0;
end
endmodule : CSR
```
**flow/run.sh**
```bash
#!/bin/bash
# OpenROAD 26Q1-2900-gdf79404cd8, Yosys 0.63+post, stock flow scripts
make -C /OpenROAD-flow-scripts/flow DESIGN_CONFIG=/design/flow/config.mk WORK_HOME=/design/flow/orfs finish
```
==> run summary <==
yosys + openroad results -> Max Clk Rate=157.1 MHz, CP startpoint kind=input port, largest fanout of any net on the critical path=31, critical path class=in2out, Clock Path Buffers=2, later-pin clock latency in the skew report=between 0.4 and 0.5 ns, end point of the worst hold path=minstret[0]$_SDFF_PP0_, IR Drop Worst-Case VDD=about 0.11 mV, Setup Fix Bufs, Post-CTS=0, final global-route overflow total=0, max-slew headroom at the worst pin=0.4293, Detail Placement HPWL=about 22 mm, top-level I/O count=between 200 and 250, wire length of the first global-routing pass=49.05 mm, clock slew at the register clock pins of the worst setup and hold paths=~0.060 ns, clock tree root driver cell=sky130_fd_sc_hd__clkbuf_16, list of cells traversed by the critical path=clkdlybuf4s50_1 > nand2b_1 > nor4_1 > and3b_1 > buf_4 > a222oi_1 > nand2_1 > clkdlybuf4s50_1, summed negative setup slack over all endpoints=0 ns, number of buffers inserted by port buffering=approximately 190, Reg power frac=0.442, most instantiated flip-flop cell in the synthesis netlist=sky130_fd_sc_hd__dfxtp_1, slowest cell on the critical path=sky130_fd_sc_hd__clkdlybuf4s50_1, count of unique library cells instantiated by Yosys=~64, worst-case clock skew=approximately 0.015 ns, standard cell core area=about 0.020 mm^2, synthesized netlist cell count=between 1000 and 1500, Final Slew Violations=0, synthesis-stage register bit count=167, layout cells sized above 1=0.05059, CP peak stage delay=0.55 ns, initial detailed-routing violation count=753, routed length per instance=roughly 18 um, vertical die dimension=approximately 150 um, count of vias placed by the detailed router=10360, hold path start=minstret[0]$_SDFF_PP0_, gate family responsible for the most delay along the worst path=buffers and inverters, post-cts hold-fix buffer tally=0, worst hold slack after final layout=0.4646 ns, die footprint=0.02115 mm^2, depth of the worst register-to-register path=5, Switching Fraction=0.2332, Data arrival, critical path=4.54 ns, Final Hold Vio Count=0, H-Tree Depth=4, hold-critical path depth=1, starting density of the core=0.5100, wirelength, routed=30.52 mm, final antenna diode count=0, unrepaired setup endpoints after global routing=false, worst setup slack for register-to-register paths=between 6 and 7 ns, pin count of the biggest net entering global routing=61, number of flops mapped to enable cells by yosys=0, TritonCTS clock tree=yes, data required time of the worst path=approximately 7.3 ns, startpoint of the worst-slack reg-to-reg timing path=mcycle[15]$_SDFF_PP0_, post-synthesis instance area=0.01029 mm^2, WP buf/inv=3, Comb pwr share=0.092, die width=roughly 150 um, total number of placement rows=~52, iteration count of the initial detailed-routing pass=9, number of buffers inserted during clock tree synthesis=17, static leakage power=between 4 and 5 nW, Global Route Usage Sum=0.2953, actual slew at the worst max-slew pin=approximately 0.86 ns, cell type with the highest occurrence count on the critical path=sky130_fd_sc_hd__clkdlybuf4s50_1, fraction of power consumed by the clock network=0.466, PD cells=approximately 130 mW/mm^2, initial antenna violation count=0, count of filler cells inserted in the layout=between 1500 and 2000, Setup Viol. Count Final=0, Syn-to-layout area delta=24.53%, via count of the first global-routing pass=9113, Synthesis Warnings=1, register share after synthesis=0.3250, weighted congestion reported at the end of routability-driven placement=approximately 0.90, average vias per placed instance=6.047, Internal Dissipation=~1.3 mW, number of DRC violations after detailed routing=0, Avg Cell Area, Syn=7.931 um^2, cell resize tally after clock tree synthesis=0, status=completed, Num Clock Sinks=167, worst reg2reg path endpoint=mcycleh[10]$_SDFF_PP0_, post-synthesis async set-or-reset flop share=0, Final min period=around 6.4 ns, worst hold path type=reg2reg, period utilisation layout=0.6994, critical path capture point type=primary output, number of cell instances after yosys synthesis=1297, post-detailed-route count of antenna-violating nets=0, count of maximum capacitance violations=0, net switching power of the design=~0.39 mW, Tool Warnings=35, Yosys chip area=a little over 0.01 mm^2
kinds of logic after synthesis:
kind of cell    count (synthesis)  share of synthesized area
xor+xnor                       77                    0.06556
mux                            43                    0.04270
fa+ha+maj                       8                   0.009732
other cells                     2                  0.0007301
buf+inv                       154                    0.06994
compound gates                301                     0.2003
simple gates                  545                     0.2860
flops                         167                     0.3250
layout make-up:
cell class              instances  area [um^2]  share of cell area
repair buffers                209         2037              0.1590
well taps                     270        337.8             0.02637
inverters                      29        108.9            0.008498
clock buffers                  20        446.7             0.03487
flip-flops and latches        167         3343              0.2610
clock inverters                12        190.2             0.01485
multi-input cells            1006         6346              0.4954
cell usage after synthesis, drive strengths merged, types with 28 or more instances:
cell | count | area share
nand2 | 107 | 0.039
a21oi | 82 | 0.040
o21ai | 49 | 0.024
buf | 48 | 0.031
nor2 | 101 | 0.037
inv | 29 | 0.011
clkbuf | 77 | 0.028
a22oi | 28 | 0.020
nand3 | 100 | 0.049
nor4 | 31 | 0.019
mux2i | 36 | 0.035
or4 | 50 | 0.036
xor2 | 36 | 0.031
a222oi | 34 | 0.033
dfxtp | 167 | 0.33
xnor2 | 41 | 0.035
nand4 | 43 | 0.028
o31ai | 47 | 0.034
placed cells by master, fill, tap and decap left out, types with 32 or more instances in the layout:
cell,n
sky130_fd_sc_hd__mux2i_1,36
sky130_fd_sc_hd__nand2_1,107
sky130_fd_sc_hd__a222oi_1,34
sky130_fd_sc_hd__nand4_1,40
sky130_fd_sc_hd__dfxtp_1,167
sky130_fd_sc_hd__xnor2_1,41
sky130_fd_sc_hd__conb_1,32
sky130_fd_sc_hd__o21ai_0,49
sky130_fd_sc_hd__nor2_1,101
sky130_fd_sc_hd__nand3_1,100
sky130_fd_sc_hd__o31ai_1,47
sky130_fd_sc_hd__xor2_1,36
sky130_fd_sc_hd__a21oi_1,82
sky130_fd_sc_hd__clkdlybuf4s50_1,188
sky130_fd_sc_hd__or4_1,50
routing by layer:
metal | share of wire | vias up | track usage
met4 | 0.017 | 0 | 0.04474
li1 | - | 5132 | -
met2 | 0.47 | 395 | 0.4656
met5 | 0 | - | 0
met1 | 0.44 | 4804 | 0.4503
met3 | 0.072 | 28 | 0.04192
through the flow:
stage               worst slack (ns)  cells  total power [mW]    util  instance area (um^2)
floorplan                      3.964   1327            0.8366       -                 10400
global placement               2.722   1681            0.9139  0.6035                 12170
detailed placement             2.736   1681            0.9148  0.6035                 12170
CTS                            2.732   1713             1.692  0.6351                 12810
global route                   2.571   1713             1.743  0.6351                 12810
finish                         2.736   1713             1.684  0.6351                 12810
flip-flops by register name, summed over array words and instances (netlist names):
name	count
mcycleh	32
mstatus	4
mie	1
mcycle	32
CSR_stall	1
mip	1
minstret	32
mepc	32
minstreth	32
power groups by stage:
stage / clock [mW] / combinational, mW / sequential, mW
CTS: 0.793 / 0.155 / 0.744
finish: 0.785 / 0.154 / 0.744
global route: 0.829 / 0.169 / 0.745
how the worst max path moves through the flow:
| stage | from | end | slack [ns] | cells after the start |
|---|---|---|---|---|
| 6_report | CSR_addr[2] | CSR_rdata[15] | 2.74 | 8 |
| 5_1_grt | CSR_addr[2] | CSR_rdata[17] | 2.57 | 8 |
| 4_1_cts | CSR_addr[10] | CSR_rdata[15] | 2.73 | 8 |
No activity file was given, so power comes from the tool's default toggle rates.
