File: /design/flow/config.mk
export PLATFORM = sky130hd
export DESIGN_NAME = Data_Memory
export DESIGN_NICKNAME = Data_Memory
export VERILOG_FILES = /design/flow/design.v
export SDC_FILE = /design/flow/constraint.sdc
export NUM_CORES = 4
export LEC_CHECK = 1
export CORE_AREA = 10 10 188 188
export DIE_AREA = 0 0 198 198
File: /design/flow/constraint.sdc
current_design Data_Memory

set clk_period 2.3
set clk_io_pct 0.2

create_clock -name clk0 -period $clk_period [get_ports {clk}]

set non_clock_inputs [all_inputs -no_clocks]
set_input_delay [expr $clk_period * $clk_io_pct] -clock clk0 $non_clock_inputs
set_output_delay [expr $clk_period * $clk_io_pct] -clock clk0 [all_outputs]
File: /design/flow/design.v
module Data_Memory (clk,rst,EXE_MemRead,EXE_MemWrite,EXE_MemtoReg,EXE_RegWrite,EXE_RDSrc,
EXE_rd_addr,EXE_fuct3,EXE_rs2_data,EXE_ALU_out,DO,EXE_pc_out,CS,MEM_MemtoReg,MEM_RegWrite,
MEM_DO_out,MEM_rd_data,MEM_rd_addr,WEB,DI,MEM_rd_data_next,MEM_WB_regwrite);
input clk,rst,EXE_MemRead,EXE_MemWrite,EXE_MemtoReg,EXE_RegWrite,MEM_WB_regwrite;
input EXE_RDSrc;
input [4:0] EXE_rd_addr;
input logic [2:0] EXE_fuct3;
input [31:0] EXE_rs2_data,EXE_ALU_out,EXE_pc_out;  
input unsigned [31:0] DO;
output logic CS;
output logic MEM_MemtoReg,MEM_RegWrite;
output logic [31:0] MEM_DO_out,MEM_rd_data;
output logic [4:0] MEM_rd_addr;
output logic [3:0] WEB;
output logic [31:0] DI;
output logic [31:0] MEM_rd_data_next;
logic [31:0] DO_out;
assign CS = (EXE_MemRead) | (EXE_MemWrite);
assign MEM_rd_data_next = (EXE_RDSrc) ? EXE_pc_out : EXE_ALU_out;
always_comb
begin
	if(EXE_MemWrite)
	begin
		case (EXE_fuct3) 
			3'b000:
			begin	 
				case (EXE_ALU_out[1:0])
					2'd0:
					begin
						WEB = 4'b1110;
						DI = {24'd0,EXE_rs2_data[7:0]};
					end
					2'd1:
					begin
						WEB = 4'b1101;
						DI = {16'd0,EXE_rs2_data[7:0],8'd0};
					end
					2'd2:
					begin
						WEB = 4'b1011;
						DI = {8'd0,EXE_rs2_data[7:0],16'd0};
					end
					default:
					begin
						WEB = 4'b0111;
						DI = {EXE_rs2_data[7:0],24'd0};
					end
				endcase
			end
			3'b001:
			begin	 
				case(EXE_ALU_out[1])
					1'b0:
					begin
						WEB = 4'b1100;
						DI = {16'd0,EXE_rs2_data[15:0]};
					end
					default:
					begin
						WEB = 4'b0011;
						DI = {EXE_rs2_data[15:0],16'd0};
					end
				endcase
			end
			default:
			begin	 
				WEB = 4'b0000;
				DI = EXE_rs2_data;
			end
		endcase
	end
	else begin
		WEB = 4'b1111;
		DI = 32'd0;
	end
end
always_comb
begin
	if (EXE_MemRead)
	begin
		case (EXE_fuct3)
			3'b000:
			begin	 
				case(EXE_ALU_out[1:0])
					2'd0:
					begin
						DO_out = {{24{DO[7]}},DO[7:0]};
					end
					2'd1:
					begin
						DO_out = {{24{DO[15]}},DO[15:8]};
					end
					2'd2:
					begin
						DO_out = {{24{DO[23]}},DO[23:16]};
					end
					default:
					begin
						DO_out = {{24{DO[31]}},DO[31:24]};
					end
				endcase
			end
			3'b001:
			begin	 
				case(EXE_ALU_out[1])
					1'b0:
					begin
						DO_out = {{16{DO[15]}},DO[15:0]};
					end
					default:
					begin
						DO_out = {{16{DO[31]}},DO[31:16]};
					end
				endcase
			end
			3'b010:
			begin	 
				DO_out = DO;
			end
			3'b100:
			begin	 
				case(EXE_ALU_out[1:0])
					2'd0:
					begin
						DO_out = {24'd0,DO[7:0]};
					end
					2'd1:
					begin
						DO_out = {24'd0,DO[15:8]};
					end
					2'd2:
					begin
						DO_out = {24'd0,DO[23:16]};
					end
					default:
					begin
						DO_out = {24'd0,DO[31:24]};
					end
				endcase
			end
			3'b101:
			begin	 
				case(EXE_ALU_out[1])
					1'b0:
					begin
						DO_out = {16'd0,DO[15:0]};
					end
					default:
					begin
						DO_out = {16'd0,DO[31:16]};
					end
				endcase
			end
			default:
			begin
				DO_out = 32'd0;
			end
		endcase
	end
	else
	begin
		DO_out = 32'd0;
	end
end
always_ff @(posedge clk or posedge rst)
begin
	if(rst)
	begin
		MEM_MemtoReg	<=1'b0;
		MEM_RegWrite	<=1'b0;
		MEM_DO_out		<=32'd0;
		MEM_rd_data		<=32'd0;
		MEM_rd_addr		<=5'd0;
	end
	else
	begin
		if (MEM_WB_regwrite)
		begin
			MEM_MemtoReg	<=EXE_MemtoReg;
			MEM_RegWrite	<=EXE_RegWrite;
			MEM_DO_out		<=DO_out;
			MEM_rd_data		<=MEM_rd_data_next;
			MEM_rd_addr		<=EXE_rd_addr;
		end
	end
end
endmodule
File: /design/flow/run.sh
#!/bin/bash
# OpenROAD 26Q1-2900-gdf79404cd8, Yosys 0.63+post, stock flow scripts
make -C /OpenROAD-flow-scripts/flow DESIGN_CONFIG=/design/flow/config.mk WORK_HOME=/design/flow/orfs finish
==> flow_metrics.py <==
# Synthesis and PnR figures
metrics = {
    "critical_path": {
        "end_kind": "primary output",
        "reg2regPathDepth": 2,
        "cp_cell_sequence": "clkdlybuf4s50_1 -> and3_1 -> clkdlybuf4s50_1",
        "rrSetupSlack_ps": 1370,
        "crit_end": "DI[4]",
        "crit_start": "EXE_rs2_data[4]",
        "path_class": "primary input to primary output",
        "max_stage_delay_ps": 640,
        "slowest_stage": "clkdlybuf4s50_1",
        "critPathBufInv": 2,
        "startpoint_type": "primary input",
        "critPathTopFamily": "buffers and inverters",
        "critical_path_arrival_ps": 1780,
        "worstPathMaxFanout": 4,
        "required_ps": 1840,
        "crit_cells": 3,
        "critPathMostFrequentCell": "clkdlybuf4s50_1",
        "rr_endpoint": "MEM_DO_out[1]",
        "r2r-start": "MEM_DO_out[1]",
    },
    "power": {
        "internal_power_mw": 3.18,
        "pwr-share-seq_pct": 33.5,
        "pwr-share-clk_pct": 38.4,
        "p_total_mw": 4.22,
        "p_leak_nw": 3.48,
        "switchingPower_mw": 1.04,
        "peakVddDrop_uv": 323,
        "power_density_nw_per_um2": 505,
        "p_sw_share_pct": 24.6,
        "combPwrFrac_pct": 28.1,
    },
    "flow_run": {
        "log.warning_count": 26,
        "drv_cap": 0,
    },
    "yosys": {
        "avgSynthCellArea_sq_um": 10.0,
        "edf_count": 0,
        "syn_area_sq_um": 4070,
        "aoi_share_pct": 18.8,
        "synth_cell_type_count": 45,
        "synthFlopType": "dfrtp_1",
        "ys_cells": 407,
        "yosys_warnings": 1,
        "async_flop_share_pct": 100,
        "ys_area_sq_um": 4070,
        "ys_sh_mux_pct": 15.1,
        "synthAdderAreaFrac_pct": 0,
        "ys_seq_share_pct": 43.7,
        "ys_sh_xor_pct": 0,
        "synthTopLogicFamily": "AND-OR/OR-AND gates",
        "syn_inst": 407,
        "ys_ff": 71,
        "synthSimpleGateAreaFrac_pct": 18.3,
    },
    "timing": {
        "fin_crit_sh_pct": 97.6,
        "fin_crit_ps": 2240,
        "fin_ws_ps": 55.8,
        "fin_skew_ps": 0,
        "whs_ps": 496,
        "slew_viol_final": 0,
        "setup_violations": 0,
        "hold_viol": 0,
        "worstMarginPinSlew_ps": 585,
        "relSlewSlack_pct": 61.0,
        "fmax_mhz": 446,
    },
    "detailed_routing": {
        "drc": 0,
        "vias": 4502,
        "wl_per_cell_microns": 18.5,
        "drtIter0Drc": 218,
        "wirelength_mm": 21.3,
        "ant_nets": 0,
        "viasPerCell": 3.91,
        "drtPass1Iterations": 5,
    },
    "place": {
        "place_congestion": 0.809,
        "port_buffers": 283,
        "hpwl_mm": 17.0,
        "dp_cells": 1107,
        "post-place-ws_ps": -661,
    },
    "floorplanning": {
        "fp.dieH_microns": 198,
        "die_x_microns": 198,
        "rows": 65,
        "io-pin-count": 284,
        "dieArea_sq_um": 39200,
        "initCoreUtil_pct": 13.0,
        "core_sq_um": 31400,
    },
    "grt": {
        "grtUsageTotal_pct": 10.5,
        "first_global_vias": 4934,
        "grt_pass1_wl_mm": 31.0,
        "gr-total-overflow": 0,
        "grt_antenna_before_repair": 2,
        "grt_max_degree": 44,
    },
    "outcome": {
        "outcome": "completed",
    },
    "cts": {
        "root_buffer": "clkbuf_16",
        "cts_tree": "done",
        "cts.sinks": 71,
        "path_clk_slew_ps": 60,
        "cts_made_buffers": 9,
        "insertion_delay_ps": 340,
        "htreeDepth": 3,
        "cts_buffer_depth": 2,
        "cts_hold_buf": 0,
    },
    "hold_path": {
        "min_path_type": "register to register",
        "min-delay-start": "MEM_DO_out[11]",
    },
    "finish": {
        "most-common-layout-cells": "clkdlybuf4s50_1, nor2_1, dfrtp_1",
        "area_growth_pct": 106,
        "drive_above_1_share_pct": 24.9,
        "final_cells": 1151,
        "lay_top_count": "clkdlybuf4s50_1",
    },
}
==> layer usage <==
layer	up-vias	part of all wire, %	routed length (microns)	global-route usage, %
met3	16	9.1	1930	3.80
li1	2171	-	-	-
met4	0	1.4	308	1.37
met2	194	47	10100	17.2
met1	2121	42	8960	13.4
met5	-	0	0	0
==> worst min path at each step <==
stage,to,depth (start not counted)
finish,MEM_DO_out[11],1
global route,MEM_DO_out[8],1
CTS,MEM_DO_out[8],1
==> what timing repair did <==
item / CTS / global route
pin swaps: 18 / 8
gates resized: 99 / 10
cloned: 2 / 0
setup endpoints to repair: 39 / 25
setup buffers: 20 / 5
==> stage by stage <==
step,TNS [ps],utilization (%),cell area (sq um)
final,0,26.6,8360
after detailed placement,-23180,24.5,7690
after global routing,-3.26,26.6,8360
after global placement,-22920,24.5,7690
after floorplan,0,-,4070
after CTS,-9.17,26.5,8300
==> logic make-up after synthesis <==
group / Yosys count
buffers and inverters: 38
AND-OR/OR-AND: 83
flip-flops: 71
AND/OR/NAND/NOR: 161
multiplexers: 54
==> Yosys cell counts, types with 8 or more instances <==
cell       instances  area (sq um)
nor2_1           103           387
dfrtp_1           71          1780
mux2_2            45           507
clkbuf_1          24          90.1
nor2b_1           18           113
o2bb2ai_1         15           131
a221o_2           13           146
and3_1            11          68.8
a221o_1           10           100
nand2_1            9          33.8
a222oi_1           8          80.1
a22oi_1            8          60.1
mux2i_1            8          80.1
==> cell type report <==
class	instances	area [sq um]
clock buffer	9	225
multi-input combinational	298	2230
tap	402	503
inverter	5	20.0
timing repair buffer	358	3500
fill	3301	23000
clock inverter	6	110
sequential	71	1780
antenna	2	5.00
==> worst register-to-register path, delay by kind of cell, from the launching register on <==
kind,cells,cell delay (ps)
DFF,1,400
AOI/OAI and AO/OA,2,410
==> power by group through the flow <==
stage / clock network (mW) / registers [mW] / logic [mW]
final: 1.62 / 1.42 / 1.19
after global routing: 1.74 / 1.43 / 1.29
after CTS: 1.69 / 1.42 / 1.20
==> state kept, by name, summed over array words and instances, names as in the netlist <==
register	cells
MEM_DO_out	32
MEM_rd_data	32
MEM_rd_addr	5
MEM_MemtoReg	1
MEM_RegWrite	1
Power is estimated from default activity; no workload was simulated.
