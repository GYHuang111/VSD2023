`flow/design.v`:
```
module ALU ( ID_ALUSrc,ID_pc_out,ID_PCtoRegSrc,Fowardingrs1,Fowardingrs2,ALU_Ctrl,ID_rs1,
ID_rs2,MEM_rd_data_next,WB_rd_data,ID_imm,Zero_flag,ALU_out,
ID_pctoreg,pc_imm,pc_immrs1,rs2_1);
input ID_PCtoRegSrc,ID_ALUSrc;
input [1:0] Fowardingrs1,Fowardingrs2;
input [4:0] ALU_Ctrl;
input [31:0] ID_rs1,ID_rs2,MEM_rd_data_next,WB_rd_data,ID_imm,ID_pc_out;
output logic Zero_flag;
output logic [31:0] ALU_out;
output logic [31:0] ID_pctoreg,pc_imm,pc_immrs1;
output logic [31:0] rs2_1;
logic [31:0] rs1,rs2;
logic signed [31:0] rs1_signed,rs2_signed;
logic [31:0] sum,wire_pc_imm,wire_pc_4;
parameter 	ADD		= 5'd0,
			SUB		= 5'd1,
			SLL		= 5'd2,
			SLT		= 5'd3,
			SLTU	= 5'd4,
			XOR		= 5'd5,
			SRL		= 5'd6,
			SRA		= 5'd7,
			OR		= 5'd8,
			AND		= 5'd9,
			JALR	= 5'd10,
			BEQ		= 5'd11,
			BNE		= 5'd12,
			BLT		= 5'd13,
			BGE		= 5'd14,
			BLTU	= 5'd15,
			BGEU	= 5'd16,
			IMM		= 5'd17;
assign wire_pc_imm = ID_pc_out + ID_imm;  
assign wire_pc_4 = ID_pc_out + 4;
assign ID_pctoreg = (ID_PCtoRegSrc) ? wire_pc_imm : wire_pc_4;
assign pc_imm = ID_pc_out + ID_imm;  
assign pc_immrs1 = ALU_out;
always_comb
begin
	case(Fowardingrs1)
		2'b00:
			rs1 = ID_rs1;
		2'b01:
			rs1 = MEM_rd_data_next;
		default: 
			rs1 = WB_rd_data;
	endcase 
end
always_comb
begin
	case(Fowardingrs2)
		2'b00:
			rs2_1 = ID_rs2;
		2'b01:
			rs2_1 = MEM_rd_data_next;
		default: 
			rs2_1 = WB_rd_data;
	endcase 
end
always_comb
begin
	if(ID_ALUSrc)
		rs2 = rs2_1;
	else
		rs2 = ID_imm;
end
assign rs1_signed = rs1;
assign rs2_signed = rs2;
assign sum = rs1 + rs2;
always_comb
begin
	case (ALU_Ctrl)
		ADD:	ALU_out = sum;
		SUB:	ALU_out = rs1 - rs2;
		SLL:	ALU_out = rs1 << (rs2[4:0]);
		SLT:	ALU_out = (rs1_signed<rs2_signed)?32'd1:32'd0;
		SLTU:	ALU_out = (rs1<rs2)?32'd1:32'd0;
		XOR:	ALU_out = rs1 ^ rs2;
		SRL:	ALU_out = rs1 >> (rs2[4:0]);
		SRA:	ALU_out = rs1_signed >>> (rs2[4:0]);
		OR:		ALU_out = rs1 | rs2;
		AND:	ALU_out = rs1 & rs2;
		JALR:	ALU_out = {sum[31:1],1'b0};
		IMM:	ALU_out = rs2;
		default:ALU_out = 32'd0;
	endcase	
end
always_comb
begin
	case (ALU_Ctrl)
		BEQ:Zero_flag=(rs1==rs2)?1'b1:1'b0;
		BNE:Zero_flag=(rs1!=rs2)?1'b1:1'b0;
		BLT:Zero_flag=(rs1_signed<rs2_signed)?1'b1:1'b0;
		BGE:Zero_flag=(rs1_signed>=rs2_signed)?1'b1:1'b0;
		BLTU:Zero_flag=(rs1<rs2)?1'b1:1'b0;
		default:Zero_flag=(rs1>=rs2)?1'b1:1'b0;
	endcase
end
endmodule
```
`flow/config.mk`:
```
export PLATFORM = sky130hd
export DESIGN_NAME = ALU
export DESIGN_NICKNAME = ALU
export VERILOG_FILES = /design/flow/design.v
export SDC_FILE = /design/flow/constraint.sdc
export NUM_CORES = 4
export LEC_CHECK = 1
export CORE_UTILIZATION = 30
```
`flow/constraint.sdc`:
```
current_design ALU

set clk_period 16.3
set clk_io_pct 0.2

create_clock -name clk0 -period $clk_period

set non_clock_inputs [all_inputs -no_clocks]
set_input_delay [expr $clk_period * $clk_io_pct] -clock clk0 $non_clock_inputs
set_output_delay [expr $clk_period * $clk_io_pct] -clock clk0 [all_outputs]
```
`flow/run.sh`:
```
#!/bin/bash
# OpenROAD 26Q1-2900-gdf79404cd8, Yosys 0.63+post, stock flow scripts
make -C /OpenROAD-flow-scripts/flow DESIGN_CONFIG=/design/flow/config.mk WORK_HOME=/design/flow/orfs finish
```
==> impl_metrics.toml <==
# implementation run metrics
[status]
status = "finished, final reports clean"

[synth]
yosysTopAreaCellShare_pct = 15.5
synth_cells = 2022
yosys_area_um2 = 13400
yosys_warnings = 1
ys_cells = 2022
synthTopCellsByArea = "mux2i_1 (15%), ha_1 (12%), o21ai_0 (7.2%)"
syn_avg_cell_area_um2 = 6.64
postSynthSeqShare_pct = 0
synthDistinctLibCells = 88
yosysTopAreaCell = "mux2i_1"
synthesis.area_um2 = 13400

[routing]
via_count = 17100
viasPerCell = 5.99
wirelength_um = 80900
dr.first_iter.drc_count = 1403
wl_per_cell_um = 28.4
drc = 0
drtPass1Iterations = 6
ant_nets = 0

[placement]
place_congestion = 1.00
dp_hpwl_um = 66900
port_buffers = 364

[final_timing]
slew_violations = 0
rsz0062_at_grt = "false"
hold_violations = 0
fin_hold_ws_ns = 7.50
setup_viol = 0
fmax_mhz = 78.8
max_slew_margin_pct = 38.7
tns_ns = 0
worst_slew_pin_slew_ns = 0.910
min_period_ns = 12.69
finalClockPeriodUsage_pct = 77.8

[cells_and_area]
layout-drive-gt1-share_pct = 5.72
layout_top_cell = "clkdlybuf4s50_1"
final_layout_top_logic_cells = "clkdlybuf4s50_1 (358), nand2_1 (212), mux2i_1 (206)"
flops = 0
clockBufferCount = 0
area_growth_pct = 28.5
register_area_um2 = 0

[floorplanning]
dieWidth_um = 214
row_count = 77
fp_util_pct = 30.4
coreArea_um2 = 44200
io_pins = 364
die_area_um2 = 45600
fp.dieH_um = 214

[global_route]
grt_pass1_vias = 16300
grt.total_usage_pct = 35.2
antenna_found_initial = 4
grt_max_degree = 69
grt_pass1_wl_um = 114000
overflow = 0

[job]
maxCapViolCount = 0
warnings = 97

[critical_path]
crit_type = "in2out"
cp.required_ns = 13.04
crit_path_end_kind = "output port"
worstSetupStartpointType = "input port"
critPathArrivalTime_ns = 9.43
crit_path_max_fanout = 35

[clock_tree]
cts_setup_buffers = 0
cts-hold-fix-buffers = 0
cts-resized-gates = 0

[pwr]
vdd_drop_max_uv = 27.0
power_density_nw_per_um2 = 51.2
total_leakage_power_nw = 7.13

[hold_path]
hp-class = "in2out"
cell families (layout without fill, tap and decap cells):
| group | Yosys count | in the layout | synth area share [%] |
|---|---|---|---|
| compound gates | 673 | 673 | 32.5 |
| simple gates | 606 | 606 | 20.9 |
| buf+inv | 285 | 517 | 9.86 |
| mux | 257 | 257 | 19.8 |
| fa+ha+maj | 132 | 132 | 12.5 |
| xor+xnor | 69 | 69 | 4.50 |
| other cells | 0 | 4 | 0 |
metal layers:
layer / up-vias / wire (um) / GRT usage, %
met2: 832 / 36800 / 57.7
met5: - / 0 / 0
li1: 7920 / - / -
met3: 150 / 6210 / 5.10
met4: 0 / 4500 / 17.1
met1: 8162 / 33400 / 45.4
cell usage after synthesis (all sizes together), types with 12 or more instances:
library cell	instances
a211oi	28
a21o	25
a21oi	145
a221oi	29
a22oi	16
a31oi	30
and3	17
buf	92
clkbuf	85
ha	129
inv	106
mux2	45
mux2i	212
nand2	212
nand2b	14
nand3	42
nand4	13
nor2	176
nor2b	20
nor3	39
nor4	12
o211ai	32
o21ai	200
o21bai	13
o221ai	28
o22ai	23
o31ai	12
or3	13
xnor2	53
xor2	16
final cells by class:
cell class,count,area [um2]
repair buffers,409,3950
fillers,4612,27000
inverters,108,410
diodes,4,10.0
multi-input cells,1737,12100
well taps,592,741
path summary, 6_finish.rpt:
path	startpoint	endpoint	slack (ns)	cells past startpoint
max	Fowardingrs2[0]	pc_immrs1[21]	3.61	18
min	ID_PCtoRegSrc	ID_pctoreg[1]	7.50	4
critical path: stages:
cell	delay [ns]
buf_2	0.08
buf_4	0.47
mux2_2	0.45
o211ai_1	0.21
and2_2	0.70
buf_4	0.54
inv_2	0.04
buf_4	0.29
ha_1	0.33
nand2_1	0.15
a41oi_4	0.19
a311oi_4	0.55
or3_1	0.19
a31oi_1	0.15
a221o_1	0.34
a221oi_1	0.79
nand2_1	0.19
clkdlybuf4s50_1	0.44
per-stage QoR:
stage / setup slack [ns] / cell area (um2) / std cells / utilization [%] / total power [mW]
global placement: 3.84 / 17300 / 2846 / 39.0 / 0.872
finish: 3.61 / 17300 / 2850 / 39.0 / 0.884
floorplan: 5.50 / 13400 / 2022 / - / 0.483
detailed placement: 3.76 / 17300 / 2846 / 39.0 / 0.865
global route: 3.35 / 17300 / 2850 / 39.0 / 0.947
CTS: 3.74 / 17300 / 2846 / 39.0 / 0.870
power by group:
part | total (mW) | switching, mW | internal (mW)
registers | 0 | 0 | 0
logic | 0.884 | 0.514 | 0.370
clock network | 0.0000000331 | 0 | 0.0000000331
Power and IR drop assume default switching activity.
