==> flow/design.v <==
module ROM_wrapper (
    input clk,
    input rst,
    input [8-1:0]   AWID,
    input [32-1:0]  AWADDR,
    input [4-1:0]   AWLEN,
    input [3-1:0]  AWSIZE,
    input [1:0] AWBURST,
    input AWVALID,
    output logic AWREADY,
    input [32-1:0] WDATA,
    input [4-1:0] WSTRB,
    input WLAST,
    input WVALID,
    output logic WREADY,
    output logic [8-1:0] BID,
    output logic [1:0] BRESP,
    output logic BVALID,
    input BREADY,
    input [8-1:0]   ARID,
    input [32-1:0]  ARADDR,
    input [4-1:0]   ARLEN,
    input [3-1:0]  ARSIZE,
    input [1:0] ARBURST,
    input ARVALID,
    output logic ARREADY,
    output logic [8-1:0]    RID,
    output logic [32-1:0]   RDATA,
    output logic [1:0] RRESP,
    output logic RLAST,
    output logic RVALID,
    input RREADY,
	output logic ROM_enable,
    output logic ROM_read,
    output logic [32-1:0] ROM_address,
    input [32-1:0] ROM_out
);
    logic [13:0] A;
    logic [32-1:0] DI;
    logic [32-1:0] DO;
    logic [4-1:0] WEB;
    logic CS;
    logic OE;
    assign ROM_enable = CS;
    assign ROM_read = OE;
    assign ROM_address = {18'b0,A};
    assign DO = ROM_out;
    logic AR_done, R_done, AW_done, W_done, B_done;
    assign AR_done = ARVALID & ARREADY;
    assign R_done  = RVALID  & RREADY;
    assign AW_done = AWVALID & AWREADY;
    assign W_done  = WVALID  & WREADY;
    assign B_done  = BVALID  & BREADY;
    logic R_done_last, W_done_last;
    assign R_done_last = RLAST & R_done;
    assign W_done_last = WLAST & W_done;
    logic [1:0] slave_status, next_status;
    parameter [1:0] S_address    = 2'b00,
                    S_read_data  = 2'b01,
                    S_write_data = 2'b10,
                    S_response   = 2'b11;
    always_ff @(posedge clk or negedge rst)
    begin
        if(~rst)
        begin
            slave_status <= S_address;
        end
        else
        begin
            slave_status <= next_status;
        end
    end
    always_comb begin
        case(slave_status)
            S_address:
            begin
                if(AW_done & W_done)
                    next_status = S_response;
                else if(AW_done)
                    next_status = S_write_data;
                else if(AR_done)
                    next_status = S_read_data;
                else
                    next_status = S_address;
            end
            S_read_data:
            begin
                if(R_done_last & AW_done)
                    next_status = S_write_data;
                else if(R_done_last & AR_done)
                    next_status = S_read_data;
                else if(R_done_last)
                    next_status = S_address;
                else
                    next_status = S_read_data;
            end
            S_write_data:
            begin
                if(W_done_last)
                    next_status = S_response;
                else
                    next_status = S_write_data;
            end
            default :
            begin
                if(B_done & AW_done)
                    next_status = S_write_data;
                else if(B_done & AR_done)
                    next_status = S_read_data;
                else if(B_done)
                    next_status = S_address;
                else
                    next_status = S_response;
            end
        endcase
    end
    always_comb
    begin
        case (slave_status)
            S_address:
                AWREADY = 1'b1;
            S_response:
                AWREADY = B_done;
            S_read_data:
                AWREADY = R_done;
            default:
                AWREADY = 1'b0;
        endcase
    end
    always_comb
    begin
        case (slave_status)
            S_address:
                ARREADY = ~AWVALID;
            default:
                ARREADY = 1'b0;
        endcase
    end
    assign WREADY = (slave_status == S_write_data) ? 1'b1 : 1'b0;
    assign BVALID = (slave_status == S_response)   ? 1'b1 : 1'b0;
    assign RVALID = (slave_status == S_read_data)  ? 1'b1 : 1'b0;
    assign RRESP = 2'h0;
    assign BRESP = 2'h0;
    logic [8-1:0] reg_ARID, reg_AWID;
    always_ff @(posedge clk or negedge rst)
    begin
        if(~rst)
        begin
            reg_ARID <= 8'b0;
            reg_AWID <= 8'b0;
        end
        else
        begin
            reg_ARID <= (AR_done) ? ARID : reg_ARID;
            reg_AWID <= (AW_done) ? AWID : reg_AWID;
        end
    end
    assign RID = reg_ARID;
    assign BID = reg_AWID;
    logic [4-1:0] reg_ARLEN, reg_AWLEN;
    always_ff @(posedge clk or negedge rst)
    begin
        if(~rst)
        begin
            reg_ARLEN <= 4'b0;
            reg_AWLEN <= 4'b0;
        end
        else
        begin
            reg_ARLEN <= (AR_done) ? ARLEN : reg_ARLEN;
            reg_AWLEN <= (AW_done) ? AWLEN : reg_AWLEN;
        end
    end
    logic [4-1:0] cnt;
    always_ff @(posedge clk or negedge rst)
    begin
        if (~rst)
        begin
            cnt <= 4'h0;
        end
        else 
        begin
            case (slave_status)
                S_read_data:
                    cnt <= (R_done_last) ? 4'b0 : ((R_done)? cnt+4'b1 : cnt);
                S_write_data:
                    cnt <= (W_done_last) ? 4'b0 : ((W_done)? cnt+4'b1 : cnt);
            endcase
        end
    end
    assign RLAST = (reg_ARLEN == cnt);
    logic reg_RVALID;
    always_ff @(posedge clk or negedge rst)
    begin
        if(~rst)
        begin
            reg_RVALID <= 1'b0;
        end
        else
        begin
            reg_RVALID <= RVALID;
        end
    end
    logic [32-1:0] reg_RDATA;
    always_ff @(posedge clk or negedge rst)
    begin
        if (~rst)
        begin
            reg_RDATA <= 32'b0;
        end
        else
        begin
            reg_RDATA <= (RVALID & ~reg_RVALID) ? DO : reg_RDATA;
        end
    end
	assign RDATA =  DO;
    assign WEB = WSTRB;
    assign DI = WDATA;
    always_comb
    begin
        case (slave_status)
            S_address:
                OE = ~AWVALID & AR_done;
            S_read_data:
                OE = 1'b1;
            default :  
                OE = 1'b0;
        endcase
    end
    always_comb
    begin
        case (slave_status)
            S_address:
                CS = AWVALID | ARVALID;
            default :  
                CS = 1'b1;
        endcase
    end
    logic [13:0] reg_RADDR, reg_WADDR;
    logic [1:0] A_offset;
    assign A_offset = (cnt[1:0] == 2'b0)? ((R_done)? cnt[1:0] + 2'b1: cnt[1:0]):cnt[1:0] + 2'b1;
    always_ff @(posedge clk or negedge rst)
    begin
        if (~rst)
        begin
            reg_RADDR  <= 14'b0;
            reg_WADDR  <= 14'b0;
        end
        else
        begin
            reg_RADDR  <= AR_done? ARADDR[15:2] : reg_RADDR;
            reg_WADDR  <= AW_done? AWADDR[15:2] : reg_WADDR;
        end
    end
    always_comb
    begin
        case(slave_status)
            S_address   :
                A = (AW_done) ? AWADDR[15:2] : ARADDR[15:2];
            S_read_data :
                A = reg_RADDR + A_offset;
            S_write_data:
                A = reg_WADDR;
            default:
                A = ~B_done ? reg_WADDR : (AW_done ? AWADDR[15:2] : ARADDR[15:2]);
        endcase
    end
endmodule
==> flow/run.sh <==
#!/bin/bash
# OpenROAD 26Q1-2900-gdf79404cd8, Yosys 0.63+post, stock flow scripts
make -C /OpenROAD-flow-scripts/flow DESIGN_CONFIG=/design/flow/config.mk WORK_HOME=/design/flow/orfs finish
==> flow/config.mk <==
export PLATFORM = sky130hd
export DESIGN_NAME = ROM_wrapper
export DESIGN_NICKNAME = ROM_wrapper
export VERILOG_FILES = /design/flow/design.v
export SDC_FILE = /design/flow/constraint.sdc
export NUM_CORES = 4
export LEC_CHECK = 1
export CORE_AREA = 10 10 138 138
export DIE_AREA = 0 0 148 148
==> flow/constraint.sdc <==
current_design ROM_wrapper

set clk_period 4.1
set clk_io_pct 0.2

create_clock -name clk0 -period $clk_period [get_ports {clk}]

set non_clock_inputs [all_inputs -no_clocks]
set_input_delay [expr $clk_period * $clk_io_pct] -clock clk0 $non_clock_inputs
set_output_delay [expr $clk_period * $clk_io_pct] -clock clk0 [all_outputs]
==> results.py <==
# Metrics from the implementation run
metrics = {
    "timing": {
        "rsz0062_at_grt": "no",
        "worst_clock_skew_ns": 0.003941,
        "maxSlewViolCount": 0,
        "final_hold_viol_count": 0,
        "fmax_ghz": 0.2520,
        "setup_viol": 0,
        "period_needed_ns": 3.968,
        "fin_tns_setup_ns": 0,
        "slew_headroom": 0.5550,
        "period_used_share": 0.9678,
        "tightest_slew_ns": 0.6675,
    },
    "synth": {
        "synthDistinctLibCells": 36,
        "avgSynthCellArea_um2": 9.313,
        "synth_flops": 56,
        "synthCells": 359,
        "ys_seq_share": 0.4195,
        "yosys_warnings": 1,
        "ys_area_um2": 3343,
        "ys_cells": 359,
        "syn-cell-area_um2": 3343,
    },
    "placed_design": {
        "globalplace.congestion": 0.8028,
        "io_buffers": 93,
        "place_area_um2": 4267,
        "dpl.hpwl_mm": 7.776,
    },
    "floorplan": {
        "fp-utilization": 0.2089,
        "ios": 266,
        "rows": 46,
        "die_h_um": 148,
        "coreArea_um2": 16000,
        "chip_area_um2": 21900,
        "dieWidth_um": 148,
    },
    "clock_network": {
        "htree_levels": 2,
        "clock-sinks": 56,
        "cts_buffers": 5,
        "holdBufCountCts": 0,
        "cts_tree": "built",
        "root_buffer": "clkbuf_16",
        "clk_pin_slew_ns": 0.07,
        "clkLatencyLatePin_ns": 0.30,
        "cts_buffer_depth": 2,
    },
    "run": {
        "warnings": 113,
        "cap_viol_max_count": 0,
    },
    "detailed_routing": {
        "drt_first_pass_iters": 4,
        "diodes": 0,
        "met2WireLength_mm": 4.593,
        "vias_per_cell": 4.137,
        "wirelength_mm": 10.08,
        "via_count": 2689,
        "top_layer_used": "met4",
        "drc_errors": 0,
        "met1Wirelength_mm": 4.657,
        "postRouteAntennaNets": 0,
        "drtIter0Drc": 113,
        "dr_wl_met3_um": 697,
        "routedWlPerCell_um": 15.50,
    },
    "critical_path": {
        "reg2reg_from": "slave_status[2]",
        "crit_required_ns": 3.28,
        "cp_max_fo": 2,
        "cp-startpoint": "RREADY",
        "cp-end-kind": "output pin",
        "worstPathArrival_ns": 3.15,
        "crit_type": "input pin to output pin",
        "critPathLaunchType": "input pin",
    },
    "power_and_ir_drop": {
        "power.density_nw_per_um2": 699.0,
        "peakVddDrop_mv": 0.2325,
        "p_leak_nw": 2.012,
    },
    "cells_and_area": {
        "syn2layout_area_growth_pct": 34.32,
        "drive_gt1_frac": 0.1567,
        "most-common-layout-cells": "98 x nand2_1, 85 x clkdlybuf4s50_1, 55 x dfrtp_1, 26 x mux2_2, 22 x conb_1",
        "final_common_cell": "nand2_1",
        "fillers": 1686,
        "final_area_um2": 4491,
    },
    "global_route": {
        "grt_pass1_wl_mm": 15.93,
        "antenna_found_initial": 0,
        "grt_pass1_vias": 2839,
        "grt_max_degree": 30,
        "grt_usage": 0.09136,
        "grt_remaining_overflow": 0,
    },
    "hold_path": {
        "hold_class": "flip-flop to flip-flop",
        "min_from": "reg_AWID[2]",
    },
    "run_status": {
        "status": "finished, final reports clean",
    },
}
[state kept, by name, summed over array words and instances, names as in the netlist]
name,count
reg_RADDR,14
reg_WADDR,14
reg_ARID,8
reg_AWID,8
cnt,4
reg_ARLEN,4
slave_status,4
[through the flow]
step                      hold slack [ns]  instances  worst slack, ns  utilization  total power, mW
after floorplan                    0.4213        380           0.8560            -            1.768
after global placement             0.4589        638          -0.3953       0.2667            2.637
after detailed placement           0.4609        638          -0.3175       0.2667            2.663
after CTS                          0.4780        647         -0.06837       0.2769            3.141
after global routing               0.5068        650         0.005307       0.2807            3.419
final                              0.4758        650           0.1321       0.2807            3.139
[area by class of cell]
type | instances | area [um^2] | share of cell area
clock buffer | 7 | 132.6 | 0.02953
clock inverter | 1 | 8.758 | 0.001950
inverter | 8 | 30.03 | 0.006687
multi-input combinational | 249 | 1567 | 0.3488
sequential | 56 | 1403 | 0.3123
tap | 216 | 270.3 | 0.06018
timing repair buffer | 113 | 1080 | 0.2405
[final timing paths]
check,end,slack (ns),depth (start not counted)
max in group asynchronous,slave_status[0],2.68,2
worst min-delay path,reg_AWID[2],0.48,2
worst min register to register,reg_AWID[2],0.48,2
worst max-delay path,ROM_address[2],0.13,13
worst max register to register,slave_status[1],2.17,6
min in group asynchronous,slave_status[3],0.54,1
[synth_stat cells (all sizes together)]
| cell type | number | area share |
|---|---|---|
| a221o | 10 | 0.030 |
| nor2 | 9 | 0.010 |
| xor2 | 5 | 0.013 |
| nor4 | 1 | 0.0037 |
| a22o | 1 | 0.0026 |
| a21o | 2 | 0.0045 |
| o211ai | 1 | 0.0022 |
| dfrtp | 55 | 0.41 |
| o221ai | 5 | 0.013 |
| nand4 | 2 | 0.0037 |
| o311ai | 1 | 0.0026 |
| o22ai | 1 | 0.0019 |
| mux2i | 9 | 0.027 |
| xnor2 | 12 | 0.031 |
| clkbuf | 4 | 0.0045 |
| inv | 8 | 0.0090 |
| o21ai | 2 | 0.0030 |
| fa | 1 | 0.0060 |
| conb | 1 | 0.0011 |
| o31ai | 1 | 0.0022 |
| mux2 | 26 | 0.088 |
| and3 | 1 | 0.0019 |
| a31oi | 1 | 0.0019 |
| nand2b | 6 | 0.011 |
| a21oi | 10 | 0.015 |
| nand2 | 100 | 0.11 |
| nor3 | 4 | 0.0060 |
| and2 | 1 | 0.0026 |
| nand3 | 6 | 0.0090 |
| buf | 63 | 0.14 |
| ha | 4 | 0.015 |
| nor3b | 1 | 0.0022 |
| nor2b | 4 | 0.0075 |
| dfstp | 1 | 0.0079 |
[power breakdown]
group | total, mW | internal, mW | leakage [nW] | switching (mW)
clock | 0.442 | 0.229 | 0.0681 | 0.213
sequential | 1.03 | 0.820 | 0.681 | 0.206
combinational | 1.67 | 0.990 | 1.26 | 0.681
[timing repair]
action / 4_1_cts / 5_1_grt
resized: 11 / 11
endpoints found under the setup margin: 11 / 7
buffers inserted: 1 / 3
pin swaps: 9 / 9
[per-layer routing]
metal  track usage  vias up
met5             0        -
met4       0.01288        0
met3       0.02666       18
met2        0.1427      105
met1        0.1262     1297
li1              -     1269
[logic make-up after synthesis]
group / after synthesis / synth area share
adders and majority gates: 5 / 0.02096
muxes: 35 / 0.1145
and+or+nand+nor: 135 / 0.1703
AOI/OAI and AO/OA: 35 / 0.07897
xor gates and xnor gates: 17 / 0.04454
DFF: 56 / 0.4195
buffers and inverters: 75 / 0.1501
other: 1 / 0.001122
[critical path: stages]
cell and delay, ns:
clkdlybuf4s15_1 0.20, nand2_2 0.09, nand2_2 0.07, xnor2_2 0.14, ha_2 0.20, inv_1 0.05
fa_2 0.35, buf_4 0.14, buf_6 0.11, buf_4 0.13, xnor2_1 0.12, a221o_1 0.31
clkdlybuf4s50_1 0.41
Power figures rest on the tool's default switching activity, not on a simulated workload.
